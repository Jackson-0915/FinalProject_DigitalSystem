[design/flow/config.mk]
export PLATFORM = sky130hd
export DESIGN_NAME = labsec_count
export DESIGN_NICKNAME = labsec_count
export VERILOG_FILES = /design/flow/design.v
export SDC_FILE = /design/flow/constraint.sdc
export NUM_CORES = 4
export LEC_CHECK = 1
export CORE_UTILIZATION = 30
[design/flow/constraint.sdc]
current_design labsec_count

set clk_period 4.2
set clk_io_pct 0.2

create_clock -name clk0 -period $clk_period [get_ports {clk}]

set non_clock_inputs [all_inputs -no_clocks]
set_input_delay [expr $clk_period * $clk_io_pct] -clock clk0 $non_clock_inputs
set_output_delay [expr $clk_period * $clk_io_pct] -clock clk0 [all_outputs]
[design/flow/design.v]
module labsec_count (
    input wire clk,       
    input wire reset,            
    output reg [6:0] seg1,  
    output reg [6:0] seg0   
);
	 reg one_sec_div_clk;  
    reg [31:0] count;  
    always @(posedge clk or negedge reset) begin
        if (!reset) begin
            count <= 32'd0;
            one_sec_div_clk <= 1'b0;
        end else begin
            if (count == 32'd25000000) begin
                count <= 32'd0;
                one_sec_div_clk <= ~one_sec_div_clk;
            end else begin
                count <= count + 32'd1;
            end
        end
    end	 
    reg [3:0] tens;  
    reg [3:0] ones;  
    always @(posedge one_sec_div_clk or negedge reset) begin
        if (!reset) begin
            tens <= 0;
            ones <= 0;
        end else begin
            if (ones == 9) begin
                ones <= 0;
                if (tens == 9) begin
                    tens <= 0;  
                end else begin
                    tens <= tens + 1;
                end
            end else begin
                ones <= ones + 1;
            end
        end
    end
    always @(*) begin
        case (ones)
            4'd0: seg0 = 7'b1000000;  
            4'd1: seg0 = 7'b1111001;  
            4'd2: seg0 = 7'b0100100;  
            4'd3: seg0 = 7'b0110000;  
            4'd4: seg0 = 7'b0011001;  
            4'd5: seg0 = 7'b0010010;  
            4'd6: seg0 = 7'b0000010;  
            4'd7: seg0 = 7'b1111000;  
            4'd8: seg0 = 7'b0000000;  
            4'd9: seg0 = 7'b0010000;  
            default: seg0 = 7'b1111111;  
        endcase
        case (tens)
            4'd0: seg1 = 7'b1000000;  
            4'd1: seg1 = 7'b1111001;  
            4'd2: seg1 = 7'b0100100;  
            4'd3: seg1 = 7'b0110000;  
            4'd4: seg1 = 7'b0011001;  
            4'd5: seg1 = 7'b0010010;  
            4'd6: seg1 = 7'b0000010;  
            4'd7: seg1 = 7'b1111000;  
            4'd8: seg1 = 7'b0000000;  
            4'd9: seg1 = 7'b0010000;  
            default: seg1 = 7'b1111111;  
        endcase
    end
endmodule 
[design/flow/run.sh]
#!/bin/bash
# OpenROAD 26Q1-2900-gdf79404cd8, Yosys 0.63+post, stock flow scripts
make -C /OpenROAD-flow-scripts/flow DESIGN_CONFIG=/design/flow/config.mk WORK_HOME=/design/flow/orfs finish
==> flow_metrics.env <==
# yosys + openroad results
export IMPL_drt_wl_total_um=4210
export IMPL_r2r_cells=5
export IMPL_dp_cells=368
export IMPL_first_iter_violations=82
export IMPL_viasPerCell=4.79
export IMPL_startpoint="count[0]"
export IMPL_root_buffer="clkbuf_8"
export IMPL_grt_pass1_wl_um=7650
export IMPL_place_hpwl_um=3030
export IMPL_fin_hold_ws_ns=0.484
export IMPL_yosys_area_top_type="dfrtp_1"
export IMPL_min_period_ns=2.29
export IMPL_cp_max_fo=11
export IMPL_top_area_share_pct=43.4
export IMPL_p_seq_share_pct=56.8
export IMPL_reg2reg_to="count[20]"
export IMPL_fin_cells=375
export IMPL_num_rows=32
export IMPL_slowest_stage="or4_1"
export IMPL_finalSetupViolCount=0
export IMPL_core_um2=7690
export IMPL_slew_violations=0
export IMPL_layout_top_cell="dfrtp_1"
export IMPL_clock_latency_ns=0.28
export IMPL_pre_cts_ws_ns=1.92
export IMPL_hold_class="reg -> reg"
export IMPL_fmax_mhz=437
export IMPL_crit_arrival_ns=2.49
export IMPL_cts_tree="yes"
export IMPL_area_leaders="dfrtp_1 (43%), ha_1 (6.3%), xor2_1 (5.2%)"
export IMPL_hold_violations=0
export IMPL_rr_startpoint="count[0]"
export IMPL_cts_htree_levels=2
export IMPL_cp_required_ns=4.40
export IMPL_cpMostUsedCell="or4_1"
export IMPL_yosysUniqueCellTypes=35
export IMPL_drc=0
export IMPL_finalPower_mw=0.559
export IMPL_powerDensity_nw_per_um2=208
export IMPL_syn_inst=259
export IMPL_final_cell_mix="dfrtp_1 (41), nor2_1 (30), nand2_1 (23)"
export IMPL_rsz0062_at_grt="false"
export IMPL_warning_count=34
export IMPL_die_size_y_um=90.8
export IMPL_cts_setup_buffers=0
export IMPL_cp_end_kind="flip-flop"
export IMPL_maxSlewHeadroom_pct=63.9
export IMPL_port_buffers=15
export IMPL_grt_usage_pct=11.1
export IMPL_status="completed"
export IMPL_place_congestion=0.810
export IMPL_syn_to_final_growth_pct=13.5
export IMPL_fillerInstances=776
export IMPL_regArea_um2=1030
export IMPL_unclocked_regs=8
export IMPL_crit_chain="ha_1, nand3_2, or4_1, or4_1, a21oi_1"
export IMPL_cts_max_path_buffers=2
export IMPL_first_global_vias=1678
export IMPL_ctsHoldBuffers=0
export IMPL_yosys_stat_cells=259
export IMPL_r2r_setup_slack_ns=1.91
export IMPL_yosysChipArea_um2=2370
export IMPL_overflow=0
export IMPL_p_comb_share_pct=1.5
export IMPL_dr_pass1_iters=4
export IMPL_setup_ws_ns=1.91
export IMPL_yosysWarnings=1
export IMPL_ant_nets=0
export IMPL_skew_ns=0.00353
export IMPL_syn_area_um2=2370
export IMPL_p_sw_mw=0.111
export IMPL_io_pin_count=16
export IMPL_peakVddDrop_mv=0.196
export IMPL_max_cap_viol_count=0
export IMPL_vias=1797
export IMPL_worstSetupEndpoint="count[20]"
export IMPL_criticalPathCategory="reg -> reg"
export IMPL_post_cts_resized=0
export IMPL_grt_start_max_net_pins=42
export IMPL_drt_wirelength_per_cell_um=11.2
export IMPL_dieWidth_um=90.8
export IMPL_clk_pin_slew_ns=0.06
export IMPL_tightest_slew_ns=0.537
export IMPL_synth_seq_share_pct=43.4
export IMPL_synth_avg_cell_area_um2=9.14
export IMPL_antenna_found_initial=0
export IMPL_p_int_mw=0.449
export IMPL_fp_util_pct=30.8
export IMPL_drive_above_1_share_pct=6.96
export IMPL_cts_made_buffers=5
export IMPL_ys_ff=41
export IMPL_swShare_pct=19.8
export IMPL_untimed_endpoints=22
export IMPL_period_used_pct=54.5
export IMPL_chipArea_um2=8250
export IMPL_p_leak_nw=1.15
export IMPL_max_stage_delay_ns=0.71
export IMPL_finalSetupTns_ns=0
export IMPL_comb_area_um2=1240
export IMPL_start_kind="flip-flop"
export IMPL_clock_power_share_pct=41.7
export IMPL_n_antenna_cell=0
==> critical path, delay by kind of cell (launching register included) <==
kind | cells | cell delay [ns]
AND-OR/OR-AND | 1 | 0.16
adder cells (fa/ha/maj) | 1 | 0.27
flip-flops | 1 | 0.39
AND/OR/NAND/NOR | 3 | 1.39
==> cell families after synthesis <==
logic type | after synthesis | share of synthesized area, %
simple gates | 115 | 25.9
fa+ha+maj | 12 | 6.35
mux | 3 | 1.32
compound gates | 38 | 8.73
buf+inv | 23 | 4.34
flops | 41 | 43.4
xor+xnor | 27 | 9.99
==> final cells by class <==
type                       count  area share, %
multi-input combinational    195           46.1
timing repair buffer          17           5.96
clock buffer                   7           3.21
tap                          102           4.75
inverter                      13           1.82
sequential                    41           38.2
==> registers in the layout (all words and copies together) (netlist names) <==
register         flops
ones                 4
tens                 4
count               32
one_sec_div_clk      1
==> synthesized netlist by cell type <==
cell	count
a21oi_1	18
a31oi_1	6
and2_1	1
and3_1	6
buf_1	1
buf_2	1
buf_6	2
clkbuf_1	6
clkinv_1	1
dfrtp_1	41
ha_1	12
inv_1	12
mux2_2	1
mux2i_1	2
nand2_1	23
nand3_1	11
nand3_2	1
nand3b_1	1
nand4_1	8
nand4_2	2
nor2_1	30
nor2b_1	1
nor3_1	5
nor4_1	10
nor4_2	2
nor4b_1	3
o21ai_0	10
o22ai_1	1
o31ai_1	3
or2_2	3
or3_1	4
or4_1	3
or4_4	1
xnor2_1	13
xor2_1	14
==> how the worst min path moves through the flow <==
stage         startpoint         to  cells after the start
CTS             count[0]   count[0]                      1
global route    count[0]   count[0]                      1
finish         count[31]  count[31]                      1
==> stage by stage <==
step	utilization (%)	area, um^2
6_report	34.9	2690
5_1_grt	34.9	2690
4_1_cts	34.9	2690
2_1_floorplan	-	2370
3_5_place_dp	33.8	2600
3_3_place_gp	33.8	2600
==> power groups by stage <==
| stage | clock network (mW) | logic (mW) | registers [mW] |
|---|---|---|---|
| CTS | 0.243 | 0.00938 | 0.318 |
| global route | 0.255 | 0.0103 | 0.317 |
| finish | 0.233 | 0.00831 | 0.318 |
==> routing by layer <==
metal / GRT usage (%) / routed length, um
met4: 1.19 / 36
met3: 1.63 / 148
met2: 16.9 / 1800
met5: 0 / 0
met1: 17.7 / 2230
Power and IR drop assume default switching activity.
