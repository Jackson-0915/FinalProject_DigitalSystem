## design.v

```verilog
module vga
(
    input                   I_clk   ,  
    input                   I_rst_n ,  
    output                  O_hs    ,  
    output                  O_vs    ,   
	 output video_on,
	 output p_tick,
	 output [9:0] x,      
    output [9:0] y       
);
parameter       C_H_SYNC_PULSE      =   96  , 
                C_H_BACK_PORCH      =   48  ,
                C_H_ACTIVE_TIME     =   640 ,
                C_H_FRONT_PORCH     =   16  ,
                C_H_LINE_PERIOD     =   800 ;
parameter       C_V_SYNC_PULSE      =   2   , 
                C_V_BACK_PORCH      =   33  ,
                C_V_ACTIVE_TIME     =   480 ,
                C_V_FRONT_PORCH     =   10  ,
                C_V_FRAME_PERIOD    =   525 ;
parameter       C_COLOR_BAR_WIDTH   =   C_H_ACTIVE_TIME / 8  ;  
reg [11:0]      R_h_cnt         ;  
reg [11:0]      R_v_cnt         ;  
reg             R_clk_25M       ;
always @(posedge I_clk or negedge I_rst_n)
begin
    if(!I_rst_n)
        R_clk_25M   <=  1'b0        ;
    else
        R_clk_25M   <=  ~R_clk_25M  ;     
end
assign p_tick = R_clk_25M;
always @(posedge R_clk_25M or negedge I_rst_n)
begin
    if(!I_rst_n)
        R_h_cnt <=  12'd0   ;
    else if(R_h_cnt == C_H_LINE_PERIOD - 1'b1)
        R_h_cnt <=  12'd0   ;
    else
        R_h_cnt <=  R_h_cnt + 1'b1  ;                
end                
assign O_hs =   (R_h_cnt < C_H_SYNC_PULSE) ? 1'b0 : 1'b1    ; 
always @(posedge R_clk_25M or negedge I_rst_n)
begin
    if(!I_rst_n)
        R_v_cnt <=  12'd0   ;
    else if(R_v_cnt == C_V_FRAME_PERIOD - 1'b1)
        R_v_cnt <=  12'd0   ;
    else if(R_h_cnt == C_H_LINE_PERIOD - 1'b1)
        R_v_cnt <=  R_v_cnt + 1'b1  ;
    else
        R_v_cnt <=  R_v_cnt ;                        
end                
assign O_vs =   (R_v_cnt < C_V_SYNC_PULSE) ? 1'b0 : 1'b1    ; 
assign video_on =  (R_h_cnt >= (C_H_SYNC_PULSE + C_H_BACK_PORCH                  ))  &&
                        (R_h_cnt <= (C_H_SYNC_PULSE + C_H_BACK_PORCH + C_H_ACTIVE_TIME))  && 
                        (R_v_cnt >= (C_V_SYNC_PULSE + C_V_BACK_PORCH                  ))  &&
                        (R_v_cnt <= (C_V_SYNC_PULSE + C_V_BACK_PORCH + C_V_ACTIVE_TIME))  ;                     
assign x = R_h_cnt;
assign y = R_v_cnt;
endmodule
```

## run.sh

```bash
#!/bin/bash
# OpenROAD 26Q1-2900-gdf79404cd8, Yosys 0.63+post, stock flow scripts
make -C /OpenROAD-flow-scripts/flow DESIGN_CONFIG=/design/flow/config.mk WORK_HOME=/design/flow/orfs finish
```

## config.mk

```make
export PLATFORM = sky130hd
export DESIGN_NAME = vga
export DESIGN_NICKNAME = vga
export VERILOG_FILES = /design/flow/design.v
export SDC_FILE = /design/flow/constraint.sdc
export NUM_CORES = 4
export LEC_CHECK = 1
export CORE_UTILIZATION = 30
```

## constraint.sdc

```tcl
current_design vga

set clk_period 1.3
set clk_io_pct 0.2

create_clock -name clk0 -period $clk_period [get_ports {I_clk}]

set non_clock_inputs [all_inputs -no_clocks]
set_input_delay [expr $clk_period * $clk_io_pct] -clock clk0 $non_clock_inputs
set_output_delay [expr $clk_period * $clk_io_pct] -clock clk0 [all_outputs]
```

==> impl_metrics.ini <==
; implementation run metrics
[setup_path]
required_ns = 1.04
max_stage_delay_ns = 0.46
r2r_end = R_clk_25M
start_kind = register
cp-end-kind = output pin
slowest_stage = clkdlybuf4s50_1
arrival_ns = 0.78
crit_start = R_clk_25M
rr_startpoint = R_clk_25M
path_buffers = 1
crit_cells = 1
cp_top_family = buffers and inverters
cp-endpoint = p_tick
rrSetupSlack_ns = 0.54
crit_chain = clkdlybuf4s50_1
path_max_fanout = 2
crit_type = register to output pin
worstRegToRegCells = 2

[clocking]
cts.repair.resized = 0
hold_buffers = 0
path_clk_slew_ns = 0
clk_latency_ns = 0
postCtsSetupRepairBufs = 0

[floorplanning]
chip_area_um2 = 5590
rows = 26
fp.dieH_um = 74.8
initCoreUtil = 0.311
core-area_um2 = 5110
die_w_um = 74.8
io_pins = 26

[drt]
num_vias = 1048
totalWireLength_um = 2840
drc = 0
vias_per_cell = 4.60
post_drt_wl_per_cell_um = 12.4
drtPass1Iterations = 4
ant_nets = 0
first_iter_violations = 50

[yosys]
yosysUniqueCellTypes = 40
postSynthSeqShare = 0.394
logic_family = simple AND/OR/NAND/NOR gates
synthMuxAreaShare = 0.0197
yosys-stat-cells = 156
ys_sh_simple = 0.261
yosys_area_um2 = 1590
fa_ha_area_frac = 0.0315
syn_area_per_cell_um2 = 10.2
xor_area_frac = 0.0882
ys_warn_count = 1
netlist_area_um2 = 1590
ys_sh_aoi = 0.0457
netlist_instances = 156
ys_ff = 25

[placement]
port_buffers = 25
dpl.hpwl_um = 2150
place.gp.congestion = 0.768
postPlaceCellArea_um2 = 1710

[final_timing]
finalClockSkew_ns = 0
finalCritPeriodShare = 0.801
max_slew_margin = 0.590
finalMaxSlewViolations = 0
tightest_slew_ns = 0.612
final.setup.tns_ns = 0
untimed_endpoints = 47
fin_crit_ns = 1.04
setup_violations = 0
fmax_ghz = 0.960
rsz0062_at_grt = false
fin_hold_ws_ns = 0.423
hold_viol_final = 0
unclocked_regs = 24

[global_routing]
grt_overflow = 0
grt_max_degree = 26
grt_use_total = 0.108
grt_pass1_wl_um = 4660
grt_pass1_vias = 942
antenna_found_initial = 1

[hold_path]
hp-class = input port to async pin

[finish]
nFillCells = 543
drive_gt1_frac = 0.0637
syn_to_final_growth_pct = 7.95
stdcell_area_um2 = 1720

[status]
status = complete, no violations

[pwr]
power_density_nw_per_um2 = 29.2
ir_drop_mv = 0.139
p_leak_nw = 0.775

[flow_run]
tool_warnings = 30
max_cap_violations = 0
## layout by cell type, fill, tap and decap left out, drive strengths merged, types with 2 or more instances in the layout
master and n:
a21oi 3, and3 2, and4 5, buf 2, clkdlybuf4s50 25, dfrtp 25
ha 4, inv 7, mux2i 2, nand2 4, nand2b 2, nand3 10
nand4 6, nor2 14, nor3 5, nor4 4, o21ai 3, o31ai 2
or3 3, or4 2, xnor2 10, xor2 6
## worst min-delay path by stage
stage / to / slack [ns] / cells past startpoint
CTS: R_clk_25M / 0.43 / 1
global route: R_clk_25M / 0.43 / 1
finish: R_clk_25M / 0.42 / 1
## through the flow
stage / total power, mW / utilization / cells / worst slack [ns]
CTS: 0.0515 / 0.335 / 227 / 0.248
finish: 0.0500 / 0.336 / 228 / 0.259
global placement: 0.0516 / 0.335 / 227 / 0.269
floorplan: 0.0312 / - / 156 / 0.470
global route: 0.0534 / 0.335 / 227 / 0.199
detailed placement: 0.0515 / 0.335 / 227 / 0.251
## cell type report
cell class,count,area (um^2),area share
flip-flops and latches,25,626,0.365
multi-input cells,98,708,0.413
well taps,70,87.6,0.0511
inverters,7,26.3,0.0153
repair buffers,27,265,0.155
diodes,1,2.50,0.00146
## state kept, by name, summed over array words and instances, names as in the netlist
name	cells
R_clk_25M	1
R_h_cnt	12
R_v_cnt	12
## cell families (layout without fill, tap and decap cells)
logic type	after synthesis	count (layout)
AOI/OAI and AO/OA	11	11
adders and majority gates	4	4
muxes	3	3
buffers and inverters	33	34
and+or+nand+nor	64	64
other	0	1
xor gates and xnor gates	16	16
DFF	25	25
## report_power, final
group          switching, mW  leakage (nW)  internal [mW]  total [mW]
Sequential                 0         0.339         0.0309      0.0309
Combinational         0.0145         0.436        0.00463      0.0192
Clock                      0    0.00000634     0.00000207  0.00000207
## routing by layer
metal	up-vias	global-route usage	share of wire
li1	535	-	-
met5	-	0	0
met4	0	0.00210	0
met1	494	0.170	0.51
met3	0	0.0109	0.036
met2	19	0.176	0.46
## cells in the mapped netlist (all sizes together)
library cell	count	area share
o31ai	2	0.0094
nor4	4	0.025
nand3b	1	0.0047
or3b	1	0.0055
and2	1	0.0039
nand2	4	0.0094
nor3	5	0.023
or4	2	0.0094
nor2	14	0.033
or3	3	0.015
and4	5	0.028
o2111ai	1	0.0055
nor4b	1	0.0055
or2	1	0.0039
bufbuf	1	0.020
and3	2	0.0079
nand3	10	0.031
o22a	1	0.0055
inv	7	0.017
dfrtp	25	0.39
o31a	1	0.0063
nand2b	2	0.0079
nand4	6	0.033
mux2i	2	0.013
nand4bb	1	0.010
a21oi	3	0.0094
buf	21	0.099
xor2	6	0.033
nor2b	1	0.0039
mux2	1	0.0071
clkbuf	4	0.024
o21ai	3	0.0094
xnor2	10	0.055
ha	4	0.031
Power and IR drop assume default switching activity.
