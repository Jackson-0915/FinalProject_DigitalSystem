[./run.sh]
#!/bin/bash
# OpenROAD 26Q1-2900-gdf79404cd8, Yosys 0.63+post, stock flow scripts
make -C /OpenROAD-flow-scripts/flow DESIGN_CONFIG=/design/flow/config.mk WORK_HOME=/design/flow/orfs finish
[./config.mk]
export PLATFORM = sky130hd
export DESIGN_NAME = pixel_generation
export DESIGN_NICKNAME = pixel_generation
export VERILOG_FILES = /design/flow/design.v
export SDC_FILE = /design/flow/constraint.sdc
export NUM_CORES = 4
export LEC_CHECK = 1
export CORE_UTILIZATION = 50
[./constraint.sdc]
current_design pixel_generation

set clk_period 5.9
set clk_io_pct 0.2

create_clock -name clk0 -period $clk_period [get_ports {clk}]
create_clock -name clk1 -period $clk_period [get_ports {div_clk}]

set non_clock_inputs [all_inputs -no_clocks]
set_input_delay [expr $clk_period * $clk_io_pct] -clock clk0 $non_clock_inputs
set_output_delay [expr $clk_period * $clk_io_pct] -clock clk0 [all_outputs]
[./design.v]
module pixel_generation(
    input clk,                               
    input reset,                            
	 input up1,
	 input down1,
	 input up2,
	 input down2,
    input video_on,                          
    input [9:0] x, y,                        
    input div_clk,
	 output reg [11:0] rgb,                   
	 output reg left_wall_hit,
	 output reg right_wall_hit
    );
	 parameter HBHS = 96+48;
	 parameter VBVS = 2+33;
    parameter X_MAX = HBHS+639;             
    parameter Y_MAX = VBVS+479; 	  
    parameter SQ_RGB = 12'h0FF;              
    parameter BG_RGB = 12'h000;              
	 parameter PAD_RGB = 12'hFFF;                
	 parameter PAD2_RGB = 12'hFFF;
	 parameter LEFT_SCORE_AREA_RGB = 12'h0F0;
	 parameter RIGHT_SCORE_AREA_RGB = 12'h0F0;
    parameter SQUARE_SIZE = 16;              
    parameter SQUARE_VELOCITY_POS = 2;       
    parameter SQUARE_VELOCITY_NEG = -2;      
	 parameter BRICK_SIZE = 12;  
	 parameter BK_RGB = 12'hFA0;   
	 reg [9:0] BRICK_VELOCITY_POS;  
	 reg [9:0] BRICK_VELOCITY_NEG;  
    wire refresh_tick;
    assign refresh_tick = ((y == 481) && (x == 0)) ? 1 : 0;
    wire [9:0] sq_x_l, sq_x_r;               
    wire [9:0] sq_y_t, sq_y_b;               
    reg  [9:0] sq_x_reg, sq_y_reg;            
    wire [9:0] sq_x_next, sq_y_next;         
    reg [9:0] x_delta_reg, y_delta_reg;      
    reg [9:0] x_delta_next, y_delta_next;    
	 wire [9:0] bk_x_l, bk_x_r;               
	 wire [9:0] bk_y_t, bk_y_b;               
	 reg  [9:0] bk_x_reg, bk_y_reg;                     
	 wire [9:0] bk_x_next, bk_y_next;	 
	 reg [9:0] bk_x_delta_reg, bk_y_delta_reg;    
	 reg [9:0] bk_x_delta_next, bk_y_delta_next;
	 parameter X_BRICK_L = HBHS+322;
	 parameter X_BRICK_R = HBHS+328;
    parameter X_PAD_L = HBHS+600;
    parameter X_PAD_R = HBHS+603;     
	 parameter X_PAD2_L = HBHS+50;
	 parameter X_PAD2_R = HBHS+53;
    wire [9:0] y_pad_t, y_pad_b;
	 wire [9:0] y_pad2_t, y_pad2_b;
    parameter PAD_HEIGHT = 72;   
	 parameter PAD2_HEIGHT = 72;   
    reg [9:0] y_pad_reg, y_pad_next;
	 reg [9:0] y_pad2_reg, y_pad2_next;
    parameter PAD_VELOCITY = 10;      
	 parameter PAD2_VELOCITY = 10;      
    always @(posedge clk or negedge reset)
        if(!reset) begin
				y_pad_reg <= 0;
				y_pad2_reg <= 0;
            sq_x_reg <= 0;
            sq_y_reg <= 0;
            x_delta_reg <= 10'h002;
            y_delta_reg <= 10'h002;
				bk_x_reg <= HBHS + 320;  
				bk_y_reg <= VBVS ;
				bk_x_delta_reg <= 10'h000;   
				bk_y_delta_reg <= 10'h002;
        end
        else begin
				y_pad_reg <= y_pad_next;
				y_pad2_reg <= y_pad2_next;
            sq_x_reg <= sq_x_next;
            sq_y_reg <= sq_y_next;
            x_delta_reg <= x_delta_next;
            y_delta_reg <= y_delta_next;
				bk_x_delta_reg <= bk_x_delta_next; 
				bk_y_delta_reg <= bk_y_delta_next;
				bk_x_reg <= bk_x_next; 
				bk_y_reg <= bk_y_next;
        end
    assign sq_x_l = sq_x_reg;                    
    assign sq_y_t = sq_y_reg;                    
    assign sq_x_r = sq_x_l + SQUARE_SIZE - 1;    
    assign sq_y_b = sq_y_t + SQUARE_SIZE - 1;    
	 assign bk_x_l = bk_x_reg;                    
    assign bk_y_t = bk_y_reg;                    
    assign bk_x_r = bk_x_l + BRICK_SIZE - 1;    
    assign bk_y_b = bk_y_t + BRICK_SIZE*12 - 1;    
    wire sq_on;
    assign sq_on = (sq_x_l <= x) && (x <= sq_x_r) &&
                   (sq_y_t <= y) && (y <= sq_y_b);
	 wire bk_on;    
	 assign bk_on = (bk_x_l <= x) && (x <= bk_x_r) &&
                   (bk_y_t <= y) && (y <= bk_y_b);
    assign bk_x_next = (refresh_tick) ? bk_x_reg : bk_x_reg;   
    assign bk_y_next = (refresh_tick) ? bk_y_reg + bk_y_delta_reg : bk_y_reg;	 						 
    assign sq_x_next = (refresh_tick) ? sq_x_reg + x_delta_reg : sq_x_reg;
    assign sq_y_next = (refresh_tick) ? sq_y_reg + y_delta_reg : sq_y_reg;
	 always@(*) begin
		  if (sq_x_l < X_LEFT_SCORE_AREA_R) begin
				left_wall_hit = 1;
		  end
		  else if (sq_x_r > X_RIGHT_SCORE_AREA_L) begin
				right_wall_hit = 1;
		  end
		  else begin
				left_wall_hit = 1'b0;
				right_wall_hit = 1'b0;
		  end
	 end
    always @(*) begin
		  x_delta_next = x_delta_reg;
		  y_delta_next = y_delta_reg;
		  if(sq_y_t < VBVS-1)                               
				y_delta_next = SQUARE_VELOCITY_POS;      
		  else if(sq_y_b > Y_MAX)                      
				y_delta_next = SQUARE_VELOCITY_NEG;      
		  else if((X_PAD_L <= sq_x_r) && (sq_x_r <= X_PAD_R) &&
					 (y_pad_t <= sq_y_b) && (sq_y_t <= y_pad_b))      
				x_delta_next = SQUARE_VELOCITY_NEG;                        
		  else if((X_PAD_L <= sq_x_l) && (sq_x_l <= X_PAD_R) &&
					 (y_pad_t <= sq_y_b) && (sq_y_t <= y_pad_b))      
				x_delta_next = SQUARE_VELOCITY_POS;                        
		  else if((X_PAD2_L <= sq_x_l) && (sq_x_l <= X_PAD2_R) &&
					 (y_pad2_t <= sq_y_b) && (sq_y_t <= y_pad2_b))      
				x_delta_next = SQUARE_VELOCITY_POS;                        
		  else if((X_PAD2_L <= sq_x_r) && (sq_x_r <= X_PAD2_R) &&
					 (y_pad2_t <= sq_y_b) && (sq_y_t <= y_pad2_b))      
				x_delta_next = SQUARE_VELOCITY_NEG;                        
		  else if((X_LEFT_SCORE_AREA_L <= sq_x_l) && (sq_x_l <= X_LEFT_SCORE_AREA_R) &&
					 (VBVS+1 <= sq_y_b) && (sq_y_t <= Y_MAX))      
				x_delta_next = SQUARE_VELOCITY_POS;                        
		  else if((X_RIGHT_SCORE_AREA_L <= sq_x_r) && (sq_x_r <= X_RIGHT_SCORE_AREA_R) &&
					 (VBVS+1 <= sq_y_b) && (sq_y_t <= Y_MAX))      
				x_delta_next = SQUARE_VELOCITY_NEG;                        
		  else if((X_BRICK_L <= sq_x_r) && (sq_x_r <= X_BRICK_R) &&   
		          (bk_y_b < sq_y_t) && (sq_y_t <= bk_y_t))   			
				x_delta_next = SQUARE_VELOCITY_NEG;              
		  else if((X_BRICK_L <= sq_x_l) && (sq_x_l <= X_BRICK_R) &&   
		          (bk_y_b < sq_y_t) && (sq_y_t <= bk_y_t))   			
				x_delta_next = SQUARE_VELOCITY_POS;              
		  else if((X_BRICK_L <= sq_x_r) && (sq_x_r <= X_BRICK_R) &&   
		          (bk_y_t == sq_y_b) )   			
				y_delta_next = SQUARE_VELOCITY_POS;              
		  else if((X_BRICK_L <= sq_x_l) && (sq_x_l <= X_BRICK_R) &&   
		          (bk_y_t == sq_y_b) )   			
				y_delta_next = SQUARE_VELOCITY_POS;              
		  else if((X_BRICK_L <= sq_x_r) && (sq_x_r <= X_BRICK_R) &&   
		          (bk_y_b == sq_y_t))   			
				y_delta_next = SQUARE_VELOCITY_NEG;              
		  else if((X_BRICK_L <= sq_x_l) && (sq_x_l <= X_BRICK_R) &&   
		          (bk_y_b == sq_y_t))   			
				y_delta_next = SQUARE_VELOCITY_NEG;              
		  else if((X_BRICK_L <= sq_x_r) && (sq_x_r <= X_BRICK_R) &&
					 (bk_y_b <= sq_y_b) && (sq_y_t <= bk_y_b))      
				x_delta_next = SQUARE_VELOCITY_NEG;                        
		  else if((X_BRICK_L <= sq_x_l) && (sq_x_l <= X_BRICK_R) &&
					 (bk_y_t <= sq_y_b) && (sq_y_t <= bk_y_b))      
				x_delta_next = SQUARE_VELOCITY_POS;                        
		  else if((X_BRICK_L <= sq_x_l) && (sq_x_l <= X_BRICK_R) &&
					 (bk_y_t <= sq_y_b) && (sq_y_t <= bk_y_b))      
				x_delta_next = SQUARE_VELOCITY_POS;                        
		  else if((X_BRICK_L <= sq_x_r) && (sq_x_r <= X_BRICK_R) &&
					 (bk_y_t <= sq_y_b) && (sq_y_t <= bk_y_b))      
				x_delta_next = SQUARE_VELOCITY_NEG;                        
    end
    always @(*) begin
		  bk_x_delta_next = bk_x_delta_reg;
		  bk_y_delta_next = bk_y_delta_reg;
		  if(bk_y_t < VBVS-1)                               
		      bk_y_delta_next = BRICK_VELOCITY_POS;      
		  else if(bk_y_b > Y_MAX)                      
				bk_y_delta_next = BRICK_VELOCITY_NEG;      
    end	 
    wire pad_on;
    assign y_pad_t = y_pad_reg;                              
    assign y_pad_b = y_pad_t + PAD_HEIGHT - 1;               
    assign pad_on = (X_PAD_L <= x) && (x <= X_PAD_R) &&      
                    (y_pad_t <= y) && (y <= y_pad_b);
    wire pad2_on;
    assign y_pad2_t = y_pad2_reg;                              
    assign y_pad2_b = y_pad2_t + PAD2_HEIGHT - 1;               
    assign pad2_on = (X_PAD2_L <= x) && (x <= X_PAD2_R) &&      
                    (y_pad2_t <= y) && (y <= y_pad2_b);
	 parameter X_LEFT_SCORE_AREA_L = HBHS;
	 parameter X_LEFT_SCORE_AREA_R = HBHS+5;
	 wire left_score_area_on;
	 assign left_score_area_on = (X_LEFT_SCORE_AREA_L <= x) && (x <= X_LEFT_SCORE_AREA_R) &&
											(VBVS+1 <= y) && (y <= Y_MAX);
	 parameter X_RIGHT_SCORE_AREA_L = X_MAX - 5;
	 parameter X_RIGHT_SCORE_AREA_R = X_MAX;
	 wire right_score_area_on;
	 assign right_score_area_on = (X_RIGHT_SCORE_AREA_L <= x) && (x <= X_RIGHT_SCORE_AREA_R) &&
											(VBVS+1 <= y) && (y <= Y_MAX);
    always @* begin
        y_pad_next = y_pad_reg;      
        if(refresh_tick)
            if(up1 & (y_pad_t > VBVS+ PAD_VELOCITY))
                y_pad_next = y_pad_reg - PAD_VELOCITY;   
            else if(down1 & (y_pad_b < (Y_MAX - PAD_VELOCITY)))
                y_pad_next = y_pad_reg + PAD_VELOCITY;   
    end
    always @* begin
        y_pad2_next = y_pad2_reg;      
        if(refresh_tick)
            if(up2 & (y_pad2_t > VBVS+ PAD2_VELOCITY))
                y_pad2_next = y_pad2_reg - PAD2_VELOCITY;   
            else if(down2 & (y_pad_b < (Y_MAX - PAD_VELOCITY)))
                y_pad2_next = y_pad2_reg + PAD2_VELOCITY;   
    end
    always @*
        if(~video_on)
            rgb = 12'h000;           
        else
            if(sq_on)
                rgb = SQ_RGB;        
				else if(bk_on)
					 rgb = BK_RGB;    
				else if(pad_on)
					 rgb = PAD_RGB;
				else if(pad2_on)
					 rgb = PAD2_RGB;
				else if (left_score_area_on)
					 rgb = LEFT_SCORE_AREA_RGB;
				else if (right_score_area_on)
					 rgb = RIGHT_SCORE_AREA_RGB;
            else
                rgb = BG_RGB;        
	 always@(posedge div_clk or negedge reset) begin
		if(!reset) begin
			BRICK_VELOCITY_POS <= 10'd0;
			BRICK_VELOCITY_NEG <= -10'd0;
		end
		else begin
			BRICK_VELOCITY_POS <= BRICK_VELOCITY_POS + 10'd2;
			BRICK_VELOCITY_NEG <= BRICK_VELOCITY_NEG - 10'd2;
		end
	end
endmodule
==> results.toml <==
# implementation run metrics
[global_routing]
antenna_found_initial = 0
grt_pass1_wl_mm = 39.5
grt_overflow_total = 0
grt_max_degree = 51
grt_usage = 0.280
grt_pass1_vias = 7287

[detailed_routing]
routed.top_layer = "met4"
wl_mm = 24.7
drc = 0
antenna_cells = 0
dr_wl_met2_mm = 11.2
wl_per_cell_um = 18.3
wl_met1_mm = 11.6
vias_per_cell = 5.87
vias = 7911
wl_met3_mm = 1.46
drt_pass1_iterations = 5
drt_iter0_drc = 395
postRouteAntennaNets = 0

[worst_setup_path]
cp_max_fo = 4
cp.arrival_ns = 4.38
cp-end-kind = "output port"
cp_num_buf_inv = 4
crit_family = "buffers and inverters"
required_ns = 4.72
timing.rr.start = "bk_y_reg[4]"
slowest_stage = "clkdlybuf4s50_1"
crit_path_max_incr_delay_ns = 0.48
critPathLaunch = "y[2]"
path_cells = "clkdlybuf4s50_1, inv_1, ha_1, nor2b_1, o21a_1, o21ai_0, a21oi_1, o21bai_1, a21oi_1, maj3_1, o311ai_0, buf_4, and3b_1, clkdlybuf4s50_1"
crit_type = "in2out"
startpoint_type = "primary input"

[power_and_ir_drop]
leakagePower_nw = 4.85
p_int_mw = 0.817
seq_power_share = 0.468
p_sw_mw = 0.267
p_clk_frac = 0.424
peakVddDrop_v = 0.000182
p_per_area_nw_per_um2 = 107
p_sw_frac = 0.246
combPwrFrac = 0.108

[die]
fp.coreArea_um2 = 18000
floorplanUtilization = 0.512
ios = 42
die_y_um = 138
die_area_um2 = 19000
die_w_um = 138
rows = 49

[clock_tree]
hold_buffers = 0
clk_pin_slew_ns = 0.05
cts_setup_buffers = 0
cts_tree = "built"
post_cts_resized = 0

[flow_run]
warnings = 37
maxCapViolCount = 0

[final_layout]
areaGrowthSynthToFinish_pct = 9.74
drive_gt1_frac = 0.0554
final_cell_mix = "ha_1 (177), a21oi_1 (88), inv_1 (83)"
lay_top_count = "ha_1"

[synth]
netlist_area_um2 = 9240
ys_area_um2 = 9240
ys_cells = 1084
syn-instance-count = 1084
ys_dominant_reg_cell = "dfrtp_1"
synth_flops = 76
synth_cell_type_count = 86
edf_count = 0
synth_top_area_share = 0.240
top_cells_by_area = "ha_1 (24%), dfrtp_1 (19%), xnor2_1 (5.4%)"
yosysTopAreaCell = "ha_1"
async_flop_share = 0.974
synth.avg_cell_area_um2 = 8.52
synth_warnings = 1

[final_timing]
hold_slack_ns = 0.476
worstMarginPinSlew_ns = 0.788
finalMaxSlewViolations = 0
finalSetupViolCount = 0
final-hold-violation-count = 0
untimed_endpoints = 4
fin_skew_ns = 0.00498
rsz0062_at_grt = "false"
unclocked_pins = 2
fin_setup_tns_ns = 0
slew_headroom = 0.473

[hold_path]
hold_path_class = "reg2reg"
min_from = "BRICK_VELOCITY_NEG[9]"

[place]
gp_congestion = 0.960
hpwlAfterDp_mm = 18.5
portBuffers = 40

[status]
status = "finished, final reports clean"
[cell families (layout without fill, tap and decap cells)]
group | after synthesis | after routing | share of synthesized area
xor gates and xnor gates | 95 | 95 | 0.0987
and+or+nand+nor | 289 | 289 | 0.162
latches | 2 | 2 | 0.00325
AOI/OAI and AO/OA | 294 | 294 | 0.203
adders and majority gates | 192 | 192 | 0.262
buffers and inverters | 124 | 159 | 0.0549
muxes | 14 | 14 | 0.0153
DFF | 74 | 74 | 0.201
[synth_stat cells (all sizes together) (8+ instances only)]
cell	n
o21ai	72
nor2b	17
nor3	17
nor2	60
buf	19
nor4	14
nand2	81
o211ai	8
o21bai	13
a21o	37
and3	9
xnor2	61
ha	177
dfrtp	71
mux2i	13
nand2b	9
a21oi	88
nand4	26
nand3	19
xor2	32
maj3	10
o21a	8
inv	83
clkbuf	22
[path summary, 6_finish.rpt]
path,endpoint,slack [ns],depth (start not counted)
max,rgb[11],0.34,14
min,BRICK_VELOCITY_NEG[9],0.48,1
max reg2reg,x_delta_reg[8],1.57,13
min reg2reg,BRICK_VELOCITY_NEG[9],0.48,1
max in group asynchronous,BRICK_VELOCITY_NEG[4],4.09,2
max in group clk1,BRICK_VELOCITY_NEG[9],4.53,5
min in group clk0,bk_y_delta_reg[9],0.51,2
min in group asynchronous,sq_x_reg[6],0.77,1
[per-layer routing]
metal,track usage,vias to the layer above
met1,0.414,3637
met3,0.0488,36
li1,-,4035
met5,0,-
met2,0.445,203
met4,0.0423,0
[worst register-to-register path, stage by stage (launching register included)]
cell      delay (ns)
dfrtp_1         0.66
nand3_1         0.25
a21o_1          0.26
and2_1          0.16
inv_1           0.09
ha_1            0.17
nand2_1         0.08
nor4b_1         0.60
a211oi_1        0.19
maj3_1          0.46
or4b_1          0.52
a2111o_1        0.40
a31oi_1         0.21
mux2i_1         0.21
[through the flow]
step	utilization	setup WS [ns]	instances	power, mW	instance area, um2
4_1_cts	0.562	0.349	1348	1.10	10100
3_5_place_dp	0.550	0.355	1336	0.633	9910
2_1_floorplan	-	1.34	1084	0.568	9240
5_1_grt	0.562	0.0788	1348	1.13	10100
3_3_place_gp	0.550	0.405	1336	0.633	9910
6_report	0.562	0.344	1348	1.08	10100
[power by group through the flow]
stage / sequential, mW / combinational [mW] / clock (mW)
5_1_grt: 0.507 / 0.131 / 0.494
4_1_cts: 0.507 / 0.117 / 0.474
6_report: 0.507 / 0.117 / 0.460
[cell type report]
| class | instances | area (um2) |
|---|---|---|
| clock buffers | 10 | 218 |
| flip-flops and latches | 76 | 1890 |
| fillers | 1680 | 7890 |
| well taps | 229 | 287 |
| multi-input cells | 884 | 6850 |
| inverters | 83 | 312 |
| repair buffers | 64 | 578 |
| clock inverters | 2 | 12.5 |
Power is estimated from default activity; no workload was simulated.
